==> /design/flow/design.v <==
module uart_rx(
    output reg [7:0] data_word,
  	output reg data_ready,
    input clk,
  	input rst,
    input rx_bit
    );
  parameter cycles_per_bit = 86;  
    parameter half_cycles = 43;  
    parameter S_IDLE      = 3'b000;
    parameter S_START     = 3'b001;
    parameter S_RECEIVE   = 3'b010;
    parameter S_STOP      = 3'b011; 
    parameter S_HOLD_DATA = 3'b100;
  	reg [2:0] rx_state = S_IDLE; 
    reg [3:0] word_index;
    reg [8:0] cycle_count; 
    always@(posedge clk) begin
        case (rx_state)
            S_IDLE: begin
                cycle_count <= 0;
                word_index  <= 0; 
                data_word   <= 0; 
                if(rx_bit == 1'b0) begin
                    rx_state <= S_START;
                end   
            end
            S_START: begin
                if(cycle_count == half_cycles) begin
                    rx_state    <= S_RECEIVE; 
                    cycle_count <= 0; 
                end else begin
                    cycle_count <= cycle_count + 1; 
                end
            end
            S_RECEIVE: begin
                if(cycle_count == cycles_per_bit) begin
                    data_word[word_index] <= rx_bit;
                    word_index <= word_index + 1; 
                    cycle_count <= 0; 
                    if(word_index == 8) begin
                        rx_state <= S_STOP;
                    end
                end else begin
                    cycle_count <= cycle_count + 1; 
                end
            end
            S_STOP: begin
                if(cycle_count == cycles_per_bit) begin
                    rx_state <= S_HOLD_DATA;
                end else begin
                    cycle_count <= cycle_count + 1;
                end
            end
          	S_HOLD_DATA: begin
              if(rst) begin
              		rx_state <= S_IDLE;
                end
            end
        endcase
    end
endmodule
==> /design/flow/run.sh <==
#!/bin/bash
# OpenROAD 26Q1-2900-gdf79404cd8, Yosys 0.63+post, stock flow scripts
make -C /OpenROAD-flow-scripts/flow DESIGN_CONFIG=/design/flow/config.mk WORK_HOME=/design/flow/orfs finish
==> /design/flow/config.mk <==
export PLATFORM = sky130hd
export DESIGN_NAME = uart_rx
export DESIGN_NICKNAME = uart_rx
export VERILOG_FILES = /design/flow/design.v
export SDC_FILE = /design/flow/constraint.sdc
export NUM_CORES = 4
export LEC_CHECK = 1
export CORE_AREA = 10 10 106 106
export DIE_AREA = 0 0 116 116
==> /design/flow/constraint.sdc <==
current_design uart_rx

set clk_period 2.6
set clk_io_pct 0.2

create_clock -name clk0 -period $clk_period [get_ports {clk}]

set non_clock_inputs [all_inputs -no_clocks]
set_input_delay [expr $clk_period * $clk_io_pct] -clock clk0 $non_clock_inputs
set_output_delay [expr $clk_period * $clk_io_pct] -clock clk0 [all_outputs]
==> flow_metrics.env <==
# source this file to load flow results
export IMPL_finalPower_mw=1.751
export IMPL_synth_distinct_cells=38
export IMPL_cts_buffer_depth=2
export IMPL_gp_congestion=0.8152
export IMPL_ys_warn_count=2
export IMPL_clk_pin_slew_ns=0.08
export IMPL_worst_path_max_fanout=8
export IMPL_synth_cells=133
export IMPL_slew_headroom=0.6229
export IMPL_maxSlewViolCount=0
export IMPL_nFillCells=936
export IMPL_xor_share=0.05389
export IMPL_flop_cell="edfxtp_1"
export IMPL_cp_arrival_ns=2.05
export IMPL_die_w_um=116
export IMPL_edf_count=24
export IMPL_critPathRequiredTime_ns=2.51
export IMPL_fin_crit_sh=0.8234
export IMPL_p_seq_frac=0.484
export IMPL_cts_resized=0
export IMPL_ys_seq_frac=0.4927
export IMPL_wire_per_inst_um=10.69
export IMPL_cts_tree="done"
export IMPL_io_buffers=10
export IMPL_synth_cellmix_adderShare=0.05988
export IMPL_ios=12
export IMPL_hold_viol=0
export IMPL_swShare=0.3735
export IMPL_p_int_mw=1.097
export IMPL_cts_made_buffers=3
export IMPL_dp_cells=248
export IMPL_grt_max_degree=14
export IMPL_status="finished clean"
export IMPL_clkLatencyLatePin_ns=0.26
export IMPL_syn_to_final_growth_pct=17.28
export IMPL_ys_sh_aoi=0.1223
export IMPL_lay_top_count="edfxtp_1"
export IMPL_ys_chip_area_mm2=0.001463
export IMPL_warning_count=30
export IMPL_stdcell_count=252
export IMPL_final_layout_size_suffix_gt1_frac=0.1250
export IMPL_grt_ovfl_total=0
export IMPL_fin_skew_ns=0.003459
export IMPL_antenna_found_initial=0
export IMPL_drv_cap=0
export IMPL_period_needed_ns=2.141
export IMPL_fp_utilization=0.1653
export IMPL_ant_nets=0
export IMPL_die_area_mm2=0.01346
export IMPL_setup_violations=0
export IMPL_drt_wl_total_um=2694
export IMPL_ir_worst_vdd_mv=0.2427
export IMPL_setup_tns_ns=0
export IMPL_syn_area_mm2=0.001463
export IMPL_hp_class="flop to flop"
export IMPL_final_cell_mix="edfxtp_1 (24), nor2_1 (19), nand2_1 (13), clkdlybuf4s50_1 (10)"
export IMPL_async_flop_share=0
export IMPL_num_vias=990
export IMPL_cts_sinks=24
export IMPL_first_global_vias=953
export IMPL_synthSimpleGateAreaFrac=0.1985
export IMPL_clockRootBuffer="clkbuf_8"
export IMPL_h_tree_depth=1
export IMPL_p_comb_frac=0.391
export IMPL_critical_path_class="flop to flop"
export IMPL_die_h_um=116
export IMPL_max_freq_mhz=467.1
export IMPL_drc=0
export IMPL_drtIter0Drc=55
export IMPL_diodes=0
export IMPL_post_cts_buffers=0
export IMPL_clockPowerShare=0.124
export IMPL_grt_use_total=0.03985
export IMPL_core_mm2=0.008848
export IMPL_numSynthFlops=24
export IMPL_power_leakage_nw=0.6314
export IMPL_yosys_stat_cells=133
export IMPL_avgSynthCellArea_um2=11.00
export IMPL_critPathLaunchType="flop"
export IMPL_grt_pass1_wl_um=4498
export IMPL_critPathCaptureType="flop"
export IMPL_viasPerCell=3.929
export IMPL_p_per_area_mw_per_mm2=1021
export IMPL_power_switching_uw=654.1
export IMPL_rsz0062_at_grt="false"
export IMPL_final_util=0.1939
export IMPL_num_rows=34
export IMPL_drt_pass1_iter_count=4
export IMPL_hold_buffers=0
export IMPL_dp_final_hpwl_um=2008
export IMPL_mux_share=0.02053
export IMPL_worst_slew_pin_slew_ns=0.5646
export IMPL_logic_family="simple AND/OR/NAND/NOR gates"
## logic make-up after synthesis
logic type / count (synthesis)
compound gates: 22
xor+xnor: 9
fa+ha+maj: 7
buf+inv: 12
flops: 24
mux: 3
other cells: 1
simple gates: 55
## path summary, 6_finish.rpt
path	from	end	slack, ns	depth (start not counted)
max	word_index[1]	rx_state[0]	0.46	6
min	data_word[2]	data_word[2]	0.61	1
max reg2reg	word_index[1]	rx_state[0]	0.46	6
min reg2reg	data_word[2]	data_word[2]	0.61	1
## worst max-delay path, stage by stage (launching register included)
cell and delay, ns:
edfxtp_1 0.51, inv_1 0.12, ha_1 0.22, nor2b_1 0.19, a31oi_1 0.10, o22a_1 0.21
a311oi_1 0.44
## Yosys cell counts, types with 2 or more instances
library cell	count	share of area
edfxtp_1	24	0.49
nor2_1	19	0.049
nand2_1	13	0.033
ha_1	7	0.060
xor2_1	7	0.042
inv_1	6	0.015
a21oi_1	5	0.017
a41o_2	4	0.031
and3_1	4	0.017
nand3_1	4	0.014
a31oi_1	3	0.013
buf_4	3	0.015
mux2i_1	3	0.021
a32o_1	2	0.014
buf_6	2	0.015
nand4_1	2	0.0086
nor2b_1	2	0.0086
nor3_1	2	0.0068
xnor2_1	2	0.012
## power groups by stage
| stage | sequential, mW | clock, mW | combinational (mW) |
|---|---|---|---|
| 4_1_cts | 0.850 | 0.232 | 0.695 |
| 6_report | 0.848 | 0.218 | 0.685 |
| 5_1_grt | 0.879 | 0.245 | 0.774 |
## metrics by stage
step	hold slack, ns	instance area, µm²	setup slack (ns)
2_1_floorplan	0.5323	1463	0.2711
3_3_place_gp	0.5891	1670	0.4680
3_5_place_dp	0.5961	1670	0.4391
4_1_cts	0.6176	1715	0.4353
5_1_grt	0.6365	1715	0.3002
6_report	0.6100	1715	0.4592
## per-layer routing
layer	wire length, µm	vias up	share of wire	GRT usage
li1	-	508	-	-
met1	1350	471	0.50	0.05438
met2	1247	9	0.46	0.06598
met3	34	2	0.013	0.005233
met4	62	0	0.023	0.01001
met5	0	-	0	0
## final cells by class
class                      instances  area, µm²  share of cell area
sequential                        24      720.7              0.4201
multi-input combinational         97      669.4              0.3902
tap                              108      135.1             0.07877
timing repair buffer              13      122.6             0.07148
clock buffer                       3      41.29             0.02407
inverter                           6      22.52             0.01313
clock inverter                     1      3.754            0.002188
## flip-flops by register name (all words and copies together) (netlist names)
register	cells
data_word	8
word_index	4
cycle_count	9
rx_state	3
No activity file was given, so power comes from the tool's default toggle rates.
