==> flow/design.v <==
module uart_tx(
    output reg tx_bit,
    output reg tx_active,
    output reg tx_done,
    input clk,
    input [7:0] data_word,
    input enable 
    );
  parameter cycles_per_bit = 86;  
    parameter S_IDLE  = 2'b00;
    parameter S_START = 2'b01;
    parameter S_TRANSMIT = 2'b10;
    parameter S_STOP = 2'b11; 
    reg [1:0] tx_state = S_IDLE; 
    reg [3:0] word_index;
    reg [8:0] cycle_count; 
    always @(posedge clk) begin
        case (tx_state) 
            S_IDLE : begin
                tx_bit      <= 1'b1; 
                tx_active   <= 1'b0;
                tx_done     <= 1'b0;
                word_index  <= 0; 
                cycle_count <= 0; 
                if(enable) begin
                    tx_state  <= S_START;
                    tx_active <= 1'b1; 
                end
            end
            S_START : begin
                tx_bit <= 0; 
                if(cycle_count == cycles_per_bit) begin
                    tx_state    <= S_TRANSMIT;
                    cycle_count <= 0; 
                end else begin
                    cycle_count <= cycle_count + 1;  
                end
            end
            S_TRANSMIT : begin
                tx_bit <= data_word[word_index];
                if(cycle_count == cycles_per_bit) begin
                    if(word_index == 7) begin
                        tx_state <= S_STOP;
                    end else begin
                        word_index  <= word_index + 1; 
                    end
                    cycle_count <= 0; 
                end else begin
                    cycle_count <= cycle_count + 1;  
                end
            end
            S_STOP : begin
                tx_bit <= 1'b1; 
                if(cycle_count == cycles_per_bit) begin
                    tx_done     <= 1'b1;
                    tx_active   <= 1'b0; 
                    tx_state    <= S_IDLE; 
                    cycle_count <= 0; 
                end else begin
                    cycle_count <= cycle_count + 1;  
                end
            end
        endcase
    end
endmodule
==> flow/run.sh <==
#!/bin/bash
# OpenROAD 26Q1-2900-gdf79404cd8, Yosys 0.63+post, stock flow scripts
make -C /OpenROAD-flow-scripts/flow DESIGN_CONFIG=/design/flow/config.mk WORK_HOME=/design/flow/orfs finish
==> flow/config.mk <==
export PLATFORM = sky130hd
export DESIGN_NAME = uart_tx
export DESIGN_NICKNAME = uart_tx
export VERILOG_FILES = /design/flow/design.v
export SDC_FILE = /design/flow/constraint.sdc
export NUM_CORES = 4
export LEC_CHECK = 1
export CORE_AREA = 10 10 98 98
export DIE_AREA = 0 0 108 108
==> flow/constraint.sdc <==
current_design uart_tx

set clk_period 2.0
set clk_io_pct 0.2

create_clock -name clk0 -period $clk_period [get_ports {clk}]

set non_clock_inputs [all_inputs -no_clocks]
set_input_delay [expr $clk_period * $clk_io_pct] -clock clk0 $non_clock_inputs
set_output_delay [expr $clk_period * $clk_io_pct] -clock clk0 [all_outputs]
==> results.py <==
# Synthesis and PnR figures
metrics = {
    "status": {
        "status": "completed",
    },
    "detailed_routing": {
        "ant_nets": 0,
        "drtPass1Iterations": 4,
        "post-route-drc-count": 0,
        "wl_um": 1702,
        "vias": 666,
        "wire_per_inst_um": 8.302,
        "drtIter0Drc": 24,
        "viasPerCell": 3.249,
        "insertedDiodeCount": 0,
    },
    "power_and_ir_drop": {
        "swShare_pct": 34.85,
        "p_seq_share_pct": 42.9,
        "p_sw_mw": 0.5308,
        "p_clk_share_pct": 16.5,
        "p_int_mw": 0.9924,
        "leakage_nw": 0.4158,
        "p_comb_share_pct": 40.6,
        "finalPower_mw": 1.523,
        "p_per_area_nw_per_um2": 1247,
        "peakVddDrop_mv": 0.3114,
    },
    "layout": {
        "postLayoutCoreUtil_pct": 15.97,
        "fin_area_um2": 1221,
        "layout-drive-gt1-share_pct": 6.796,
        "area_growth_pct": 31.01,
        "final_common_cell": "clkdlybuf4s50_1",
        "lay_top_cells": "12 x clkdlybuf4s50_1, 10 x dfxtp_1, 8 x nor2_1, 8 x edfxtp_1, 7 x ha_1",
    },
    "logic_synthesis": {
        "top_area_cell": "edfxtp_1",
        "ys_cells": 87,
        "top_area_share_pct": 25.77,
        "ys.flops": 18,
        "avgSynthCellArea_um2": 10.71,
        "synth_cell_types": 27,
        "synth_area_um2": 932.1,
        "syn_inst": 87,
        "ys_warn_count": 1,
        "synth-edff-count": 8,
        "ys_seq_share_pct": 47.25,
        "top_cells_by_area": "edfxtp_1 26%, dfxtp_1 21%, ha_1 9.4%",
        "ys_async_sr_fraction_pct": 0,
        "flop_cell": "dfxtp_1",
        "yosysChipArea_um2": 932.1,
    },
    "floorplan": {
        "placementRows": 32,
        "pin_count": 13,
        "die_x_um": 108,
        "die-area_um2": 11660,
        "coreArea_um2": 7647,
        "dieHeight_um": 108,
        "initCoreUtil_pct": 12.19,
    },
    "sta": {
        "max_freq_mhz": 573.9,
        "relSlewSlack_pct": 74.13,
        "hold_viol_final": 0,
        "slew_violations": 0,
        "tightestPinTransition_ns": 0.3880,
        "rsz0062_at_grt": "no",
        "final.setup.tns_ns": 0,
        "finalCritPeriodShare_pct": 87.13,
        "fin_skew_ns": 0.003282,
        "hold_ws_ns": 0.4616,
        "setup_violations": 0,
        "min_period_ns": 1.743,
    },
    "clock_tree": {
        "clock_latency_ns": 0.25,
        "clkSinkCount": 18,
        "cts-root-buf": "clkbuf_8",
        "cts_made_buffers": 3,
        "postCtsHoldBufs": 0,
        "h-tree-depth": 1,
        "cts_tree": "done",
        "post_cts_resized": 0,
        "clock_path_buffers": 2,
        "post_cts_buffers": 0,
        "path_clk_slew_ns": 0.07,
    },
    "placed_design": {
        "dp_hpwl_um": 1365,
        "place.port_buffers": 12,
        "finalWeightedCongestion": 0.7597,
        "post_dp_cell_area_um2": 1176,
    },
    "global_route": {
        "gr-total-overflow": 0,
        "groute.usage.overall_pct": 2.990,
        "grt_max_degree": 11,
        "grt_pass1_vias": 635,
        "antenna_found_initial": 0,
        "grt_pass1_wl_um": 2877,
    },
    "critical_path": {
        "path_cells": "inv_1 -> ha_1 -> or3_1 -> a221oi_2",
        "cp_slowest_stage_delay_ns": 0.40,
        "cpLargestDelayFamily": "simple AND/OR/NAND/NOR gates",
        "cp-start-kind": "flop",
        "path_buffers": 1,
        "critical_path_class": "reg2reg",
        "critPathCaptureType": "flop",
        "required_ns": 1.93,
        "path_max_fanout": 6,
        "crit_slowest_cell": "or3_1",
        "arrival_ns": 1.68,
    },
    "job": {
        "warnings": 29,
        "drv_cap": 0,
    },
    "hold_path": {
        "holdCritPathClass": "reg2reg",
    },
}
## cells by family after synthesis
family          synth area share (%)
simple gates                   19.46
flops                          47.25
compound gates                 9.261
fa+ha+maj                      9.396
buf+inv                        3.222
xor+xnor                       4.699
mux                            6.711
## metal layers
| layer | vias to the layer above | routed length (um) | global-route usage (%) |
|---|---|---|---|
| met5 | - | 0 | 0 |
| met4 | 0 | 11 | 0.2863 |
| met3 | 2 | 127 | 1.446 |
| li1 | 345 | - | - |
| met2 | 13 | 807 | 4.828 |
| met1 | 306 | 754 | 3.676 |
## power groups by stage
stage | registers (mW) | logic, mW | clock network (mW)
CTS | 0.655 | 0.630 | 0.263
global route | 0.674 | 0.703 | 0.279
finish | 0.654 | 0.618 | 0.251
## final timing paths
check,start,slack [ns],cells past startpoint,to
min reg2reg,cycle_count[0],0.46,1,cycle_count[0]
max,tx_state[0],0.26,4,tx_state[1]
min,cycle_count[0],0.46,1,cycle_count[0]
max reg2reg,tx_state[0],0.26,4,tx_state[1]
## worst register-to-register path: stages (launching register included)
cell      delay [ns]
edfxtp_1        0.38
inv_1           0.07
ha_1            0.26
or3_1           0.40
a221oi_2        0.31
## flip-flops by register name, indices dropped and copies added, names as in the netlist
signal	flops
cycle_count	9
tx_done	1
tx_bit	1
tx_active	1
word_index	4
tx_state	2
## stage by stage
| stage | worst slack, ns | instances |
|---|---|---|
| 2_1_floorplan | 0.3806 | 87 |
| 3_3_place_gp | 0.3146 | 201 |
| 3_5_place_dp | 0.2733 | 201 |
| 4_1_cts | 0.2588 | 205 |
| 5_1_grt | 0.1722 | 205 |
| 6_report | 0.2574 | 205 |
## layout make-up
type | instances | area [um2]
multi-input cells | 63 | 461.7
clock inverters | 1 | 3.754
repair buffers | 13 | 127.6
inverters | 5 | 18.77
flip-flops and latches | 18 | 440.4
fillers | 844 | 6426
well taps | 102 | 127.6
clock buffers | 3 | 41.29
## synth_stat cells, drive strengths merged (2+ instances only)
cell / n
a21oi: 5
dfxtp: 10
edfxtp: 8
ha: 7
inv: 5
mux2i: 4
nand2: 6
nand3: 4
nand4: 2
nand4bb: 2
nor2: 8
o21ai: 5
or3: 5
xnor2: 2
xor2: 3
Power is estimated from default activity; no workload was simulated.
